File: constraint.sdc
current_design stack

set clk_period 4.9
set clk_io_pct 0.2

create_clock -name clk0 -period $clk_period [get_ports {CLK}]

set non_clock_inputs [all_inputs -no_clocks]
set_input_delay [expr $clk_period * $clk_io_pct] -clock clk0 $non_clock_inputs
set_output_delay [expr $clk_period * $clk_io_pct] -clock clk0 [all_outputs]
File: config.mk
export PLATFORM = sky130hd
export DESIGN_NAME = stack
export DESIGN_NICKNAME = stack
export VERILOG_FILES = /design/flow/design.v
export SDC_FILE = /design/flow/constraint.sdc
export NUM_CORES = 4
export LEC_CHECK = 1
export CORE_UTILIZATION = 50
File: design.v
module stack
(                            
input  wire        CLK,      
input  wire        RST,                      
input  wire        PUSH_STB, 
input  wire [31:0] PUSH_DAT,                          
input  wire        POP_STB,  
output wire [31:0] POP_DAT, 
output wire        PUSH_ACK,   
output wire        POP_ACK
);                           
reg    [3:0] push_ptr;
reg    [3:0] pop_ptr;
always@(posedge CLK or posedge RST)
 if(RST)	
  begin	 
	pop_ptr  <= 4'hF;
	push_ptr <= 4'h0; 
  end
 else if(PUSH_STB)
  begin
   push_ptr <= push_ptr + 4'd1;
   pop_ptr  <= pop_ptr  + 4'd1;
  end	  
 else if(POP_STB)
  begin
   push_ptr <= push_ptr - 4'd1;
   pop_ptr  <= pop_ptr  - 4'd1;
  end	  
reg [31:0] RAM [0:15];	
reg [31:0] O_BUF;
always@( posedge CLK)
	if(PUSH_STB) RAM [ push_ptr ] <= PUSH_DAT;
always@( posedge CLK) O_BUF = RAM[pop_ptr] ; 
assign POP_DAT = O_BUF;
assign PUSH_ACK = PUSH_STB ? 0 : 1;
assign POP_ACK = push_ptr ? 0 : 1;	
endmodule
File: run.sh
#!/bin/bash
# OpenROAD 26Q1-2900-gdf79404cd8, Yosys 0.63+post, stock flow scripts
make -C /OpenROAD-flow-scripts/flow DESIGN_CONFIG=/design/flow/config.mk WORK_HOME=/design/flow/orfs finish
==> impl_metrics.prom <==
# HELP chip_impl_metric Flow report values
# TYPE chip_impl_metric gauge
chip_impl_metric{name="hold_slack",unit="ns"} 0.551
chip_impl_metric{name="grtUsageTotal",unit="%"} 23.3
chip_impl_info{name="criticalPathCategory",value="primary input to output port"} 1
chip_impl_metric{name="ys_seq_share",unit="%"} 79.5
chip_impl_metric{name="fin_crit_sh",unit="%"} 71.4
chip_impl_metric{name="cap_viol_max_count",unit=""} 0
chip_impl_metric{name="setup_violations",unit=""} 0
chip_impl_metric{name="preCtsSetupSlack",unit="ns"} 0.968
chip_impl_info{name="crit_path_top_delay_cell",value="clkdlybuf4s50_1"} 1
chip_impl_metric{name="synthesis.area",unit="um^2"} 20400
chip_impl_metric{name="syn-mean-instance-area",unit="um^2"} 23.0
chip_impl_metric{name="final.setup.tns",unit="ns"} 0
chip_impl_metric{name="antenna_violation_net_count_after_detailed_routing",unit=""} 0
chip_impl_metric{name="first_global_vias",unit=""} 10000
chip_impl_metric{name="postLayoutCellArea",unit="um^2"} 23600
chip_impl_metric{name="maxClockFrequency",unit="GHz"} 0.286
chip_impl_info{name="critPathCaptureType",value="output port"} 1
chip_impl_metric{name="place_hpwl",unit="mm"} 23.0
chip_impl_info{name="timing.rr.start",value="pop_ptr[0]"} 1
chip_impl_metric{name="antennaDiodeCount",unit=""} 0
chip_impl_metric{name="die.size.x",unit="um"} 204
chip_impl_metric{name="timing.final.max_slew_violations",unit=""} 0
chip_impl_metric{name="globalplace.congestion",unit=""} 0.781
chip_impl_metric{name="yosys_register_bits",unit=""} 552
chip_impl_metric{name="post_cts.repair.setup_buffers",unit=""} 0
chip_impl_info{name="regToRegEndpoint",value="O_BUF[7]"} 1
chip_impl_metric{name="design.portCount",unit=""} 70
chip_impl_metric{name="clkSinkCount",unit=""} 552
chip_impl_metric{name="finalWorstSetupSlack",unit="ns"} 1.40
chip_impl_metric{name="fp_util",unit="%"} 51.0
chip_impl_metric{name="placement.cell_area",unit="um^2"} 21900
chip_impl_metric{name="edf_count",unit=""} 512
chip_impl_metric{name="grt_max_degree",unit=""} 63
chip_impl_info{name="tritoncts",value="built"} 1
chip_impl_metric{name="worst-r2r-setup-slack",unit="ns"} 2.16
chip_impl_metric{name="worst-endpoint-required",unit="ns"} 3.92
chip_impl_metric{name="pd_cells",unit="nW/um^2"} 571
chip_impl_metric{name="finalPower",unit="mW"} 13.5
chip_impl_info{name="yosys.area.top_type",value="edfxtp_1"} 1
chip_impl_metric{name="critical_path_arrival",unit="ns"} 2.52
chip_impl_info{name="worst_hold_path.endpoint",value="pop_ptr[2]"} 1
chip_impl_metric{name="async_flop_share",unit="%"} 1.45
chip_impl_info{name="startpoint_type",value="primary input"} 1
chip_impl_info{name="synthFlopType",value="edfxtp_1"} 1
chip_impl_metric{name="vdd_ir_drop_max",unit="V"} 0.000401
chip_impl_metric{name="final-hold-violation-count",unit=""} 0
chip_impl_metric{name="area_delta_synth_final",unit="%"} 15.7
chip_impl_info{name="rsz0062_at_grt",value="no"} 1
chip_impl_metric{name="ctsHtreeMaxLevel",unit=""} 2
chip_impl_metric{name="clk_transition_reported_paths",unit="ns"} 0.06
chip_impl_info{name="holdCritStartpoint",value="pop_ptr[2]"} 1
chip_impl_metric{name="detailedRoute.firstIterationViolations",unit=""} 433
chip_impl_metric{name="drt-wirelength-per-cell",unit="um"} 26.2
chip_impl_metric{name="wirelength",unit="mm"} 41.0
chip_impl_info{name="worstPathCellList",value="clkdlybuf4s50_1 > inv_1 > clkdlybuf4s50_1"} 1
chip_impl_metric{name="coreArea",unit="um^2"} 40000
chip_impl_metric{name="cts-buffers-inserted",unit=""} 54
chip_impl_metric{name="crit_fanout",unit=""} 14
chip_impl_metric{name="top_cell_area_share",unit="%"} 75.3
chip_impl_info{name="path_common_cell",value="clkdlybuf4s50_1"} 1
chip_impl_metric{name="drt-vias-per-instance",unit=""} 5.93
chip_impl_metric{name="overflow",unit=""} 0
chip_impl_info{name="run_status",value="finished clean"} 1
chip_impl_metric{name="dieHeight",unit="um"} 204
chip_impl_metric{name="cells_yosys",unit=""} 889
chip_impl_metric{name="tool_warnings",unit=""} 25
chip_impl_metric{name="port_buffers",unit=""} 69
chip_impl_metric{name="hold_path_depth",unit=""} 2
chip_impl_metric{name="post_cts_resized",unit=""} 0
chip_impl_metric{name="fraction_of_final_layout_cells_with_drive_strength_greater_than_1",unit="%"} 24.3
chip_impl_metric{name="drc",unit=""} 0
chip_impl_metric{name="crit_path_max_incr_delay",unit="ns"} 0.63
chip_impl_metric{name="slew-limit-headroom",unit="%"} 45.1
chip_impl_metric{name="postCtsHoldBufs",unit=""} 0
chip_impl_metric{name="timing.clock.skew",unit="ns"} 0.0133
chip_impl_metric{name="fill_cells",unit=""} 2863
chip_impl_metric{name="drt-pass1-iter-count",unit=""} 4
chip_impl_metric{name="num_vias",unit=""} 9264
chip_impl_metric{name="post_synth_num_cell_types",unit=""} 37
chip_impl_metric{name="synth-area-yosys",unit="um^2"} 20400
chip_impl_metric{name="max_slew.worst_pin.slew",unit="ns"} 0.821
chip_impl_metric{name="p_leak",unit="nW"} 7.50
chip_impl_metric{name="cts_max_path_buffers",unit=""} 3
chip_impl_info{name="hold_path_class",value="register to register"} 1
chip_impl_metric{name="initial_antenna_violation_count",unit=""} 0
chip_impl_metric{name="grt_pass1_wl",unit="mm"} 61.8
chip_impl_metric{name="synth_cells",unit=""} 889
chip_impl_metric{name="ys.warnings.count",unit=""} 1
chip_impl_metric{name="die_area",unit="um^2"} 41600
chip_impl_metric{name="worstRegToRegCells",unit=""} 4
chip_impl_info{name="top_area_cells_in_the_synthesized_netlist",value="edfxtp_1, mux4_2, dfxtp_1"} 1
chip_impl_metric{name="worst_skew_pair.late_latency",unit="ns"} 0.59
chip_impl_metric{name="fp-row-count",unit=""} 73
chip_impl_metric{name="layout_min_cycle_time",unit="ns"} 3.50
chip_impl_info{name="clock_tree.root_cell",value="clkbuf_16"} 1
==> per-layer routing <==
layer | share of wire (%) | GRT usage (%) | up-vias
met5 | 0 | 0 | -
met4 | 2.4 | 4.53 | 0
met3 | 11 | 11.5 | 71
met2 | 51 | 35.1 | 451
met1 | 36 | 35.7 | 4760
li1 | - | - | 3982
==> critical path: cells and delay by family <==
kind	cells	cell delay (ns)
buffers and inverters	3	1.53
==> placed cells by master (no fill, tap or decap), types with 3 or more instances in the layout <==
cell | netlist | final
a21o_1 | 3 | 3
a22oi_1 | 64 | 64
and2_1 | 4 | 3
buf_12 | 0 | 6
buf_4 | 4 | 22
clkbuf_1 | 25 | 23
clkbuf_16 | 0 | 57
clkbuf_8 | 0 | 4
clkdlybuf4s50_1 | 0 | 69
clkinv_1 | 0 | 5
clkinv_2 | 0 | 5
dfrtp_1 | 4 | 4
dfxtp_1 | 32 | 32
edfxtp_1 | 512 | 512
ha_1 | 4 | 4
inv_1 | 3 | 3
mux4_2 | 128 | 128
nand2_1 | 36 | 36
nand2b_1 | 3 | 3
nand3b_1 | 3 | 3
nor2_4 | 0 | 13
nor3_2 | 0 | 4
xnor2_1 | 4 | 4
==> per-stage QoR <==
stage                     util, %  instances
after detailed placement     54.8       1464
after floorplan                 -        889
after global placement       54.8       1464
final                        59.0       1562
after global routing         59.0       1562
after CTS                    59.0       1562
==> cells by family after synthesis <==
group	count (synthesis)	synth area share [%]
DFF	552	79.5
muxes	130	14.2
AOI/OAI and AO/OA	78	2.90
and+or+nand+nor	69	1.49
buffers and inverters	50	1.31
adders and majority gates	6	0.441
xor gates and xnor gates	4	0.172
==> how the worst max path moves through the flow <==
stage	startpoint	to	slack [ns]
finish	PUSH_STB	PUSH_ACK	1.40
global route	PUSH_STB	PUSH_ACK	1.27
CTS	PUSH_STB	PUSH_ACK	1.39
==> area by class of cell <==
type | instances | area, um^2 | share of cell area (%)
clock inverter | 14 | 119 | 0.503
multi-input combinational | 287 | 4060 | 17.2
sequential | 552 | 16200 | 68.7
timing repair buffer | 97 | 976 | 4.13
inverter | 3 | 11.3 | 0.0477
clock buffer | 84 | 1570 | 6.64
tap | 525 | 657 | 2.78
==> synthesized netlist by cell type (3+ instances only) <==
cell type / count
and2_1: 4
buf_6: 8
dfstp_2: 4
inv_1: 3
buf_1: 6
nor2_1: 14
ha_1: 4
mux4_2: 128
nor3_1: 4
nand2_1: 36
buf_2: 4
buf_4: 4
nand3b_1: 3
nand2b_1: 3
a22oi_1: 64
xnor2_1: 4
clkbuf_1: 25
a21o_1: 3
dfrtp_1: 4
dfxtp_1: 32
edfxtp_1: 512
==> sequential cells by signal (all words and copies together) (netlist names) <==
name and count:
O_BUF 32, pop_ptr 4, RAM 512, push_ptr 4
==> power by group <==
part,switching (mW),leakage (nW),internal (mW)
logic,1.72,1.70,1.67
clock network,1.64,0.814,2.29
registers,0.362,4.98,5.79
total,3.73,7.50,9.75
Power is estimated from default activity; no workload was simulated.
